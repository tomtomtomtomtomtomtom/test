[flow/design.v]
module register(src0, src1, dst, we, data, clk, rst_n, outa, outb);
	input clk, rst_n;
	input [3:0] src0, src1;
	input [3:0] dst;
	input we;
	input [27:0] data;
	output [27:0] outa, outb;
	wire [27:0] NOW, COUNT, FINDING, NEXT;
	reg [17:0] regis [60:0];
	parameter [17:0] BOARD0 = 18'b000_001_010_011_100_101,
    BOARD1 = 18'b000_001_011_100_010_101,
    BOARD2 = 18'b000_001_100_010_011_101,
    BOARD3 = 18'b000_010_001_100_011_101,
    BOARD4 = 18'b000_010_011_001_100_101,
    BOARD5 = 18'b000_010_100_011_001_101,
    BOARD6 = 18'b000_011_001_010_100_101,
    BOARD7 = 18'b000_011_010_100_001_101,
    BOARD8 = 18'b000_011_100_001_010_101,
    BOARD9 = 18'b000_100_001_011_010_101,
    BOARD10 = 18'b000_100_010_001_011_101,
    BOARD11 = 18'b000_100_011_010_001_101,
    BOARD12 = 18'b001_000_010_100_011_101,
    BOARD13 = 18'b001_000_011_010_100_101,
    BOARD14 = 18'b001_000_100_011_010_101,
    BOARD15 = 18'b001_010_000_011_100_101,
    BOARD16 = 18'b001_010_011_100_000_101,
    BOARD17 = 18'b001_010_100_000_011_101,
    BOARD18 = 18'b001_011_000_100_010_101,
    BOARD19 = 18'b001_011_010_000_100_101,
    BOARD20 = 18'b001_011_100_010_000_101,
    BOARD21 = 18'b001_100_000_010_011_101,
    BOARD22 = 18'b001_100_010_011_000_101,
    BOARD23 = 18'b001_100_011_000_010_101,
    BOARD24 = 18'b010_000_001_011_100_101,
    BOARD25 = 18'b010_000_011_100_001_101,
    BOARD26 = 18'b010_000_100_001_011_101,
    BOARD27 = 18'b010_001_000_100_011_101,
    BOARD28 = 18'b010_001_011_000_100_101,
    BOARD29 = 18'b010_001_100_011_000_101,
    BOARD30 = 18'b010_011_000_001_100_101,
    BOARD31 = 18'b010_011_001_100_000_101,
    BOARD32 = 18'b010_011_100_000_001_101,
    BOARD33 = 18'b010_100_000_011_001_101,
    BOARD34 = 18'b010_100_001_000_011_101,
    BOARD35 = 18'b010_100_011_001_000_101,
    BOARD36 = 18'b011_000_001_100_010_101,
    BOARD37 = 18'b011_000_010_001_100_101,
    BOARD38 = 18'b011_000_100_010_001_101,
    BOARD39 = 18'b011_001_000_010_100_101,
    BOARD40 = 18'b011_001_010_100_000_101,
    BOARD41 = 18'b011_001_100_000_010_101,
    BOARD42 = 18'b011_010_000_100_001_101,
    BOARD43 = 18'b011_010_001_000_100_101,
    BOARD44 = 18'b011_010_100_001_000_101,
    BOARD45 = 18'b011_100_000_001_010_101,
    BOARD46 = 18'b011_100_001_010_000_101,
    BOARD47 = 18'b011_100_010_000_001_101,
    BOARD48 = 18'b100_000_001_010_011_101,
    BOARD49 = 18'b100_000_010_011_001_101,
    BOARD50 = 18'b100_000_011_001_010_101,
    BOARD51 = 18'b100_001_000_011_010_101,
    BOARD52 = 18'b100_001_010_000_011_101,
    BOARD53 = 18'b100_001_011_010_000_101,
    BOARD54 = 18'b100_010_000_001_011_101,
    BOARD55 = 18'b100_010_001_011_000_101,
    BOARD56 = 18'b100_010_011_000_001_101,
    BOARD57 = 18'b100_011_000_010_001_101,
    BOARD58 = 18'b100_011_001_000_010_101,
    BOARD59 = 18'b100_011_010_001_000_101,
    QUESTION = 18'b100_011_010_001_000_101;
	always @(posedge clk) begin
		if (!rst_n) begin
			regis[0] <= BOARD0;
			regis[1] <= BOARD1;
			regis[2] <= BOARD2;
			regis[3] <= BOARD3;
			regis[4] <= BOARD4;
			regis[5] <= BOARD5;
			regis[6] <= BOARD6;
			regis[7] <= BOARD7;
			regis[8] <= BOARD8;
			regis[9] <= BOARD9;
			regis[10] <= BOARD10;
			regis[11] <= BOARD11;
			regis[12] <= BOARD12;
			regis[13] <= BOARD13;
			regis[14] <= BOARD14;
			regis[15] <= BOARD15;
			regis[16] <= BOARD16;
			regis[17] <= BOARD17;
			regis[18] <= BOARD18;
			regis[19] <= BOARD19;
			regis[20] <= BOARD20;
			regis[21] <= BOARD21;
			regis[22] <= BOARD22;
			regis[23] <= BOARD23;
			regis[24] <= BOARD24;
			regis[25] <= BOARD25;
			regis[26] <= BOARD26;
			regis[27] <= BOARD27;
			regis[28] <= BOARD28;
			regis[29] <= BOARD29;
			regis[30] <= BOARD30;
			regis[31] <= BOARD31;
			regis[32] <= BOARD32;
			regis[33] <= BOARD33;
			regis[34] <= BOARD34;
			regis[35] <= BOARD35;
			regis[36] <= BOARD36;
			regis[37] <= BOARD37;
			regis[38] <= BOARD38;
			regis[39] <= BOARD39;
			regis[40] <= BOARD40;
			regis[41] <= BOARD41;
			regis[42] <= BOARD42;
			regis[43] <= BOARD43;
			regis[44] <= BOARD44;
			regis[45] <= BOARD45;
			regis[46] <= BOARD46;
			regis[47] <= BOARD47;
			regis[48] <= BOARD48;
			regis[49] <= BOARD49;
			regis[50] <= BOARD50;
			regis[51] <= BOARD51;
			regis[52] <= BOARD52;
			regis[53] <= BOARD53;
			regis[54] <= BOARD54;
			regis[55] <= BOARD55;
			regis[56] <= BOARD56;
			regis[57] <= BOARD57;
			regis[58] <= BOARD58;
			regis[59] <= BOARD59;
            regis[60] <= QUESTION;
		end else begin
			if (we) begin
				regis[dst] <= data;
			end else begin
				regis[dst] <= regis[dst];
			end
		end
	end
	assign outa = regis[src0];
	assign outb = regis[src1];
	assign NOW = regis[0];
	assign COUNT = regis[2];
	assign FINDING = regis[3];
	assign NEXT = regis[4];
endmodule
[flow/run.sh]
#!/bin/bash
# OpenROAD 26Q1-2900-gdf79404cd8, Yosys 0.63+post, stock flow scripts
make -C /OpenROAD-flow-scripts/flow DESIGN_CONFIG=/design/flow/config.mk WORK_HOME=/design/flow/orfs finish
[flow/config.mk]
export PLATFORM = sky130hd
export DESIGN_NAME = register
export DESIGN_NICKNAME = register
export VERILOG_FILES = /design/flow/design.v
export SDC_FILE = /design/flow/constraint.sdc
export NUM_CORES = 4
export LEC_CHECK = 1
export CORE_UTILIZATION = 50
[flow/constraint.sdc]
current_design register

set clk_period 6.0
set clk_io_pct 0.2

create_clock -name clk0 -period $clk_period [get_ports {clk}]

set non_clock_inputs [all_inputs -no_clocks]
set_input_delay [expr $clk_period * $clk_io_pct] -clock clk0 $non_clock_inputs
set_output_delay [expr $clk_period * $clk_io_pct] -clock clk0 [all_outputs]
==> notes.md <==
The run has ended; figures from its reports follow.

The relative slew slack is 0.222. The most frequently used flop master after synthesis is sky130_fd_sc_hd__edfxtp_1. The most critical min-delay path falls under flip-flop to flip-flop. The final critical path time including I/O delays and setup came out at 4830 ps. In this run, the synthesized area fraction spent on and/or/nand/nor cells is recorded as 0.0913. For the completed layout, the total cell area is recorded as 19,900 um2.

The post-synthesis sequential area ratio came out at 0.495. The number of gates given a new drive strength after cts is 0. The critical path contains buffers and inverters numbering 3 combined. The clock root buffer is sky130_fd_sc_hd__clkbuf_16. The floorplan-stage core utilization is 0.507. The residual antenna-violating net count after detailed routing came out at 0. The critical path is of the primary input to output port type. The vias per cell came out at 7.04.

The tool warning count came out at 35. The synthesized area per cell is 13.9 um2. The port buffer count is 68. The largest registers in the layout are regis x288. The number of standard cells reported by yosys came out at 1,253. The post-synthesis register bit count is 288. The worst path required time is 4800 ps.

The total standard cell area after synthesis came out at 17,500 um2. Per STA, the worst path is made up of buf_4 > buf_12 > mux4_2 > mux4_2 > clkdlybuf4s50_1. Per the OpenROAD floorplan log, the area of the core is 34,500 um2. The run finished with clean final reports. The type of destination of the critical path is an output port. Per the run summary, max-cap violations total 0. By instance count after routing, the leading logic cell type is sky130_fd_sc_hd__edfxtp_1. The DRC violation count after routing came out at 0. The combinational gate area came out at 8050 um2. In the CTS report, the clock slew at the register clock pins of the worst setup and hold paths is listed as 60 ps. The initial antenna violation count came to 1. The HPWL after detailed placement is 40,900 um.

The die outline height came out at 189 um. The critical path arrival came out at 3630 ps. The remaining global-route overflow came out at 0. The instance tally after logic synthesis is 1,253. The Yosys chip area is 17,500 um2. The slew at the pin closest to its max-slew limit is 1160 ps. The post-detailed-route wirelength per cell came out at 36.5 um. The number of synthesized flops with an enable pin is 288. The worst-case clock buffer depth came out at 3.

The largest stage delay on the critical path came out at 550 ps. IR analysis of the VDD net gives a maximum drop of 235 uV. TritonCTS built the clock tree. The cell type with the largest total area is sky130_fd_sc_hd__edfxtp_1.

The slack of the critical path is 1170 ps. STA on the placed design reports a worst setup slack of 1180 ps. The area overhead of the layout relative to synthesis came out at 13.7%. The number of filler instances in the final layout is 2,712. The H-tree depth is 2. The area fraction in compound gates after synthesis is 0.0739.

Setup repair after global routing left no endpoint under its margin. The clock skew after layout came out at 15.4 ps. Endpoints failing hold in the final report were tallied at 0.

The die boundary width is 189 um. The number of setup violations in the final report is 0. The post-detailed-routing wire length is 65,700 um. The post-CTS setup-driven buffer insertion count is 0.

The adder-cell area share of the yosys netlist came out at 0. The share of synthesized area in the top cell type comes to 0.495. The number of global-route vias before repair came to 13,402. Across every metal layer, demand over resource in global routing totals 0.422.

The top cell types in the final layout, fill and taps aside, are sky130_fd_sc_hd__edfxtp_1, sky130_fd_sc_hd__nor2_1, sky130_fd_sc_hd__mux4_2. Dividing total power by cell area gives a power density of 267 nW/um2. The post-CTS hold buffer count recorded in the log is 0. The kind of cell with the highest combined delay along the critical path is buffers and inverters.

After synthesis, the share of flip-flops with an asynchronous set or reset is 0. For this block, the via count after detailed routing is 12,676. The flow reports an fmax of 0.207 GHz. The number of pins with negative max-slew slack in the final report is 0. The standard-cell row count is 68.

The largest family of logic cells by area is multiplexers. For reference, the mux area share after synthesis is 0.290. The total iterations of the first detailed-routing run came out at 5.

The first global-routing pass estimated 93,600 um of wire. The flip-flop count of the largest register, all copies and words added is 288. The die area came out at 35,700 um2. The initial DRC count is 1,154. The period utilization came out at 0.805. The XOR/XNOR share of the synthesized area is 0. RePlAce ended its routability-driven mode at a weighted congestion of 1.03. The setup TNS after final layout is 0 ps. Entering global routing, the biggest net connects 65 pins. STA lists the maximum fanout along the critical path as 28. The register ranked first by flip-flop count is regis. STA classifies the critical path startpoint as a primary input. The count of boundary I/O pins came out at 99. The skew report gives the latency at the later pin of the worst-skew pair as 520 ps. The library cell appearing most often on the critical path is sky130_fd_sc_hd__mux4_2. In this run the cell area measured after placement is 18,700 um2.

The slowest stage of the critical path belongs to the cell sky130_fd_sc_hd__mux4_2. The overall power consumption came out at 5.31 mW. The number of sinks handled by clock tree synthesis is 288. The layout report lists the combined flip-flop and latch area as 8650 um2.

The Yosys warning count came out at 1. TritonCTS created 34 clock buffers. The fraction of final layout cells sized beyond drive strength 1 is 0.317. The count of cell types in the netlist came out at 55. By area the synthesized netlist is led by sky130_fd_sc_hd__edfxtp_1, sky130_fd_sc_hd__mux4_2, sky130_fd_sc_hd__mux2_2. Summed over all cells, the static leakage comes to 6.52 nW.
## stage by stage
step | hold slack (ps) | util | instances
after floorplan | 725 | - | 1272
after global routing | 838 | 0.576 | 1799
after detailed placement | 794 | 0.542 | 1738
after CTS | 800 | 0.576 | 1799
final | 798 | 0.576 | 1801
after global placement | 810 | 0.542 | 1738
## worst paths after layout
path,from,to,slack [ps],cells after the start
setup / recovery,src1[0],outb[13],1170,5
hold / removal,regis[8][10]$_SDFFCE_PN0P_,regis[13][10]$_SDFFCE_PN1P_,800,4
setup reg to reg,regis[9][17]$_SDFFCE_PN0P_,regis[12][17]$_SDFFCE_PN0P_,3820,5
hold reg to reg,regis[8][10]$_SDFFCE_PN0P_,regis[13][10]$_SDFFCE_PN1P_,800,4
## routing by layer
layer  track usage  up-vias  part of all wire
met4         0.166        9             0.051
met3         0.326      237              0.19
met2         0.555     1136              0.44
met1         0.545     6218              0.32
met5        0.0646        -            0.0047
li1              -     5076                 -
## layout make-up
type                            count  share of cell area
Antenna cell                        2            0.000252
Clock buffer                       39              0.0470
Clock inverter                     22              0.0115
Inverter                            3            0.000567
Multi-Input combinational cell    835               0.406
Sequential cell                   288               0.436
Tap cell                          455              0.0287
Timing Repair Buffer              157              0.0708
## where the power goes
group	switching, mW	total [mW]	internal, mW
Clock	0.824	2.15	1.33
Combinational	0.462	0.816	0.354
Sequential	0.0506	2.34	2.29
## cell families after synthesis
family	after synthesis
muxes	272
AOI/OAI and AO/OA	150
DFF	288
buffers and inverters	149
and+or+nand+nor	393
other	1
## worst register-to-register path: stages (launching register included)
cell and delay [ps]:
sky130_fd_sc_hd__edfxtp_1 410, sky130_fd_sc_hd__mux2_2 280, sky130_fd_sc_hd__a221oi_1 230, sky130_fd_sc_hd__o21ai_0 180
sky130_fd_sc_hd__o221ai_2 720, sky130_fd_sc_hd__nor2_1 80
## Yosys cell counts (12+ instances only)
cell / number
sky130_fd_sc_hd__mux2_2: 66
sky130_fd_sc_hd__nand2_1: 147
sky130_fd_sc_hd__clkbuf_1: 59
sky130_fd_sc_hd__mux2i_1: 23
sky130_fd_sc_hd__nor2_1: 198
sky130_fd_sc_hd__edfxtp_1: 288
sky130_fd_sc_hd__buf_6: 15
sky130_fd_sc_hd__mux4_2: 180
sky130_fd_sc_hd__buf_2: 31
sky130_fd_sc_hd__o21ai_0: 12
sky130_fd_sc_hd__buf_4: 39
sky130_fd_sc_hd__a22oi_1: 21
sky130_fd_sc_hd__a21oi_1: 13
sky130_fd_sc_hd__a221oi_1: 40
sky130_fd_sc_hd__o221ai_1: 14
Power is estimated from default activity; no workload was simulated.
