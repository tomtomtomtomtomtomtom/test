[./run.sh]
#!/bin/bash
# OpenROAD 26Q1-2900-gdf79404cd8, Yosys 0.63+post, stock flow scripts
make -C /OpenROAD-flow-scripts/flow DESIGN_CONFIG=/design/flow/config.mk WORK_HOME=/design/flow/orfs finish
[./config.mk]
export PLATFORM = sky130hd
export DESIGN_NAME = sel
export DESIGN_NICKNAME = sel
export VERILOG_FILES = /design/flow/design.v
export SDC_FILE = /design/flow/constraint.sdc
export NUM_CORES = 4
export LEC_CHECK = 1
export CORE_AREA = 10 10 70 70
export DIE_AREA = 0 0 80 80
[./constraint.sdc]
current_design sel

set clk_period 1.0
set clk_io_pct 0.2

create_clock -name clk0 -period $clk_period

set non_clock_inputs [all_inputs -no_clocks]
set_input_delay [expr $clk_period * $clk_io_pct] -clock clk0 $non_clock_inputs
set_output_delay [expr $clk_period * $clk_io_pct] -clock clk0 [all_outputs]
[./design.v]
module sel(in0, in1, sel, out);
	input [17:0] in0, in1;
	input sel;
	output [18:0] out;
	assign out = (sel) ? in1 : in0;
endmodule
==> notes.md <==
yosys + openroad results -> number of cells on the worst hold path=3, Crit Path Max Fanout=5, Synth Instances=22, vias in the first global route=500, Core Area=3420 um2, die span in x=80 um, Sequential Area=0 um2, Final Hold Fails=0, initial drt markers=8, Met2 Routed Length=494 um, placed wire-length estimate=1.43 mm, Crit path max-delay family=buffers and inverters, Ant. Diodes=0, and+or+nand+nor area frac=0, first-pass detailed-route iteration total=2, Critical Path Start Type=primary input, CP peak stage delay=0.29 ns, highest routed layer=met3, hold_sp=in1[7], Switching Share=0.229, syn avg cell area=12.9 um2, logic gate share of total power=1.000, Max-Cap Viols=0, Detailed Route WL=1.71 mm, crit-path cells=buf_12, buf_12, mux2_4, buf_6, gr usage total=0.0494, PwrDens=388 nW/um2, CP most frequent cell=buf_12, Top area cell types=mux2_4, mux2_2, buf_12, buf_6, buf_4, Placer Congestion=around 0.82, Final Cell Area=935 um2, Synth cell types=6, Peak VDD IR=between 0.0001 and 0.00015 V, register share after synthesis=0, Yosys top cell area share=0.531, setup ws final=-0.0678 ns, YS chip area=between 200 and 300 um2, clkbuf count=0, Synth top cell by count=mux2_4, Synth warnings=0, initial antenna violation count=0, Internal=0.000279 W, seq_cells=0, Critical Path Source=sel, routed len/inst=13.8 um, first-pass GRT wire length=about 2.5 mm, fin crit period=1.07 ns, GR Overflow Total=0, outcome=complete, but fails checks, port buffer count=55, DRC=0, die area=6400 um2, adder share=0, row cnt=21, Compound Share, Synth=0, Final Cycle Share=1.07, CP arrival=0.87 ns, crit end category=output pin, XOR Share, Synth=0, Synth top cells by count=mux2_4, mux2_2, upper clock frequency limit=0.937 GHz, Hold WC Path Type=primary input to output pin, ratio of cells with drive above 1 in the final layout=0.526, die height=80 um, Synth-to-Final Area Change=231%, P_leak=0.493 nW, largest net degree at the start of global routing=6, Tool Warnings=34, CP required=0.80 ns, Top logic family=multiplexers, sw power=0.0000831 W, Clk network pwr share=0, Area after DPL=approximately 870 um2, cell type with the largest total area=mux2_4, max-slew violations=0, setup_tns=-1.09 ns, WP buf/inv=3, synthesized area=283 um2, routed wl met3=approximately 490 um, slowest stage cell, crit path=mux2_4, post-route ant nets=0, fin util=0.274, Post-CTS Setup Bufs=0, wl on met1=722 um, Core Util at FP=0.0828, ys cells=22, total I/O pin count=56, cell depth of the worst setup path=4, Setup violations, final=18, Via density=3.37, RSZ-0062 raised after global routing=yes, Via Count=418, failing checks=setup timing, Seq pwr share=0, mux frac, synth=0.850, filler cell count in the final layout=366, critical path type=primary input to output pin
layout by cell type, fill, tap and decap left out:
| cell | netlist | layout |
|---|---|---|
| dlygate4sd2_1 | 0 | 36 |
| mux2_4 | 10 | 18 |
| buf_6 | 1 | 12 |
| buf_2 | 0 | 6 |
| buf_16 | 0 | 3 |
| buf_12 | 1 | 2 |
| conb_1 | 1 | 1 |
per-stage QoR:
stage	setup WS, ns	total power, W	instances	hold slack, ns
floorplan	0.0659	0.0000988	22	0.498
global placement	-0.864	0.000357	121	1.44
detailed placement	-0.869	0.000356	121	1.44
CTS	-0.0670	0.000334	124	0.799
global route	-0.0799	0.000388	124	0.814
finish	-0.0678	0.000362	124	0.795
tightest hold or removal path, cell delays in order:
cell	delay (ns)
dlygate4sd2_1	0.19
mux2_4	0.13
buf_2	0.08
cell families (layout without fill, tap and decap cells):
kind of cell	after synthesis	count (layout)
mux	18	18
buf+inv	3	59
other cells	1	1
layer usage:
metal | GRT usage | vias to the layer above
met5 | 0 | -
met4 | 0 | 0
met3 | 0.0545 | 0
met2 | 0.0602 | 55
met1 | 0.0600 | 171
li1 | - | 192
path summary, 6_finish.rpt:
check | endpoint | slack, ns
worst max-delay path | out[0] | -0.07
worst min-delay path | out[7] | 0.79
power by group through the flow:
stage     clock (W)  sequential, W  combinational (W)
4_1_cts           0              0           0.000334
5_1_grt           0              0           0.000388
6_report          0              0           0.000362
cell type report:
class | count | area [um2] | share of cell area
repair buffers | 59 | 603 | 0.645
multi-input cells | 19 | 274 | 0.293
well taps | 46 | 57.6 | 0.0616
timing repair:
action / in CTS / in global routing
endpoints found under the setup margin: 18 / 18
hold buffers: 0 / 0
gates cloned: 3 / 0
resized: 114 / 8
Power is estimated from default activity; no workload was simulated.
